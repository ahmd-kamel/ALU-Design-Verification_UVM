==> flow/design.v <==
package tinyalu_pkg;
    typedef enum bit[2:0] {no_op  = 3'b000,
                          add_op = 3'b001, 
                          and_op = 3'b010,
                          xor_op = 3'b011,
                          mul_op = 3'b100,
                          rst_op = 3'b111} operation_t;
endpackage : tinyalu_pkg
module alu #(parameter DATA_WIDTH = 32, OP = 3)
(
    input wire start,
    input wire clk,
    input wire reset_n,
    input wire [DATA_WIDTH - 1 : 0] A,
    input wire [DATA_WIDTH - 1 : 0] B,
    input wire [OP - 1 : 0] op,
    output reg [DATA_WIDTH - 1 : 0] result,
    output reg done
);
  localparam AND = 3'b000;   
  localparam OR  = 3'b001;   
  localparam ADD = 3'b010;   
  localparam NOP = 3'b011;   
  localparam SUB = 3'b100;   
  localparam MUL = 3'b101;   
  localparam SLT = 3'b110;   
  reg done_reg;
  always @(posedge clk or negedge reset_n) begin
    if (!reset_n) begin
      result <= 32'h00000000;
    end
    else begin
      if(start) begin
        case (op)
          AND: result <=  A & B;
          OR : result <=  A | B;
          ADD: result <=  A + B;
          SUB: result <=  A - B;
          MUL: result <=  A * B;
          SLT: result <= (A < B) ? 32'b1 : 32'b0;
          default: result <= 32'h00000000;
        endcase
      end
    end
  end
  always @(posedge clk or negedge reset_n) begin
    if(!reset_n) begin
      done_reg <= 1'b0;
    end
    else begin
      if(start && (op != NOP)) begin
        done_reg <= 1'b1;
      end
      else begin
        done_reg <= 1'b0;
      end
    end
  end
  always @(posedge clk or negedge reset_n) begin
    if (!reset_n) begin
      done <= 1'b0;
    end
    else begin
      done <= done_reg;
    end
  end
endmodule
==> flow/run.sh <==
#!/bin/bash
# OpenROAD 26Q1-2900-gdf79404cd8, Yosys 0.63+post, stock flow scripts
make -C /OpenROAD-flow-scripts/flow DESIGN_CONFIG=/design/flow/config.mk WORK_HOME=/design/flow/orfs finish
==> flow/config.mk <==
export PLATFORM = sky130hd
export DESIGN_NAME = alu
export DESIGN_NICKNAME = alu
export VERILOG_FILES = /design/flow/design.v
export SDC_FILE = /design/flow/constraint.sdc
export NUM_CORES = 4
export LEC_CHECK = 1
export CORE_UTILIZATION = 40
==> flow/constraint.sdc <==
current_design alu

set clk_period 1.0
set clk_io_pct 0.2

create_clock -name clk0 -period $clk_period [get_ports {clk}]

set non_clock_inputs [all_inputs -no_clocks]
set_input_delay [expr $clk_period * $clk_io_pct] -clock clk0 $non_clock_inputs
set_output_delay [expr $clk_period * $clk_io_pct] -clock clk0 [all_outputs]
==> flow_metrics.py <==
# Generated from Yosys and OpenROAD reports
metrics = {
    "status": {
        "status": "finished with violations",
        "violations": "hold timing, setup timing",
    },
    "yosys": {
        "area_leaders": "sky130_fd_sc_hd__fa_1, sky130_fd_sc_hd__ha_1, sky130_fd_sc_hd__inv_1",
        "ys_chip_area_mm2": 0.0209,
        "synthDistinctLibCells": 85,
        "seq_area_frac_synth_pct": 4.08,
        "flop_cell": "sky130_fd_sc_hd__dfrtp_1",
        "yosys.area.top_type_share_pct": 39.4,
        "syn-cell-area_mm2": 0.0209,
        "synth_flops": 34,
        "ys_cells": 2506,
        "yosys_warnings": 1,
        "synth_area_per_cell_um2": 8.32,
        "topCombFamilyByArea": "adder cells",
        "synth-compound-area-share_pct": 12.7,
        "synth_adder_area_share_pct": 52.5,
        "synth.cellmix.simpleShare_pct": 15.1,
        "async_set_or_reset_register_ratio_after_synthesis_pct": 100,
        "muxShareOfSynthArea_pct": 0.486,
        "synthXorXnorAreaFrac_pct": 4.07,
        "number_of_synthesized_flops_with_an_enable_pin": 0,
        "synth.largest_area_cell": "sky130_fd_sc_hd__fa_1",
        "postSynthCellCount": 2506,
    },
    "die": {
        "die_w_um": 230,
        "chipArea_mm2": 0.0531,
        "std_cell_rows": 83,
        "initial_core_util_pct": 40.6,
        "die_h_um": 230,
        "io_pins": 103,
        "placeableCoreArea_mm2": 0.0514,
    },
    "worst_setup_path": {
        "setup.worst_path.end_class": "flop",
        "max_stage_delay_ns": 0.59,
        "cp_max_fo": 5,
        "critical_path.startpoint_type": "input pin",
        "data_required_time_at_the_worst_endpoint_ns": 1.17,
        "cp.arrival_ns": 6.78,
        "criticalPathCategory": "input pin to flop",
        "crit_slowest_cell": "sky130_fd_sc_hd__fa_2",
        "reg2reg_from": "result[23]",
        "worst-r2r-setup-slack_ns": -0.14,
        "worst-r2r-cell-count": 3,
        "timing.critical_path.mode_cell": "sky130_fd_sc_hd__fa_1",
        "ff_to_ff_end": "result[23]",
    },
    "place": {
        "place_ws_ns": -6.58,
        "io_buffer_count": 102,
        "dpl-instance-area_mm2": 0.0279,
        "routabilityCongestion": 1.06,
        "post_dp_hpwl_mm": 80.0,
    },
    "detailed_routing": {
        "post_drt_wl_per_cell_um": 24.5,
        "drt_first_pass_iters": 5,
        "route.vias.total": 21111,
        "routed_vias_inst": 5.37,
        "antenna_cells_inserted": 0,
        "drt-initial-drc-count": 1107,
        "drt.antenna.violating_nets": 0,
        "drt_drc_violations_left": 0,
        "drt-total-wl_mm": 96.4,
    },
    "cells_and_area": {
        "commonest_non_fill_non_tap_cells_in_the_layout": "sky130_fd_sc_hd__buf_4, sky130_fd_sc_hd__inv_1, sky130_fd_sc_hd__fa_1, sky130_fd_sc_hd__nor2_1, sky130_fd_sc_hd__nand2_1",
        "number_of_flip_flops_in_the_largest_register": 32,
        "most_frequent_logic_cell_in_the_layout": "sky130_fd_sc_hd__buf_4",
        "syn_to_final_growth_pct": 50.5,
        "sequential_cell_area_um2": 851,
        "multi_input_comb_area_mm2": 0.0197,
        "layout_cells_sized_above_1_pct": 38.3,
        "post-route-cell-area_mm2": 0.0314,
        "num-fill-cells": 4144,
    },
    "timing": {
        "clock-skew-final_ns": 0.00223,
        "finalWorstSetupSlack_ns": -5.61,
        "finalClockPeriodUsage_pct": 661,
        "layout_min_cycle_time_ns": 6.61,
        "maxSlewViolCount": 0,
        "slew_headroom_pct": 57.3,
        "hold_violations": 34,
        "max_slew.worst_pin.slew_ns": 0.634,
        "fmaxAchievable_ghz": 0.151,
        "unrepaired_setup_endpoints_after_global_routing": "true",
        "worst_hold_slack_ns": -0.139,
        "finalSetupViolCount": 37,
    },
    "clocking": {
        "clk_latency_ns": 0.29,
        "htreeDepth": 2,
        "cts_made_buffers": 5,
        "clk_root_buffer_cell": "sky130_fd_sc_hd__clkbuf_16",
        "cts.path.max_buffers": 2,
        "tritoncts": "built",
        "clk_pin_slew_worst_paths_ns": 0.06,
        "cts_sinks": 34,
    },
    "global_routing": {
        "global_route_wire_length_before_repair_mm": 143,
        "grt_start_max_net_pins": 35,
        "grtUsageTotal_pct": 39.2,
        "first_global_vias": 22650,
        "globalRouteOverflowTotal": 0,
        "antenna_found_initial": 1,
    },
    "run": {
        "maxCapViolations": 0,
        "stage_log_warnings": 94,
    },
    "worst_hold_path": {
        "worst_hold_path_type": "input pin to asynchronous set/reset pin",
    },
}
[repair_timing]
action,in CTS,in global routing
resized,756,98
buffers inserted,120,37
cloned,9,0
pin swaps,199,122
endpoints found under the hold margin,34,34
setup endpoints to repair,66,56
[worst max-delay path: cells and delay by family]
kind	cells	cell delay [ns]
buffers and inverters	7	0.76
xor gates and xnor gates	1	0.18
AOI/OAI and AO/OA	4	0.75
and+or+nand+nor	4	0.73
adders and majority gates	10	4.14
[cell usage after synthesis (6+ instances only)]
library cell / number
sky130_fd_sc_hd__inv_1: 459
sky130_fd_sc_hd__fa_1: 410
sky130_fd_sc_hd__nor2_1: 381
sky130_fd_sc_hd__nand2_1: 289
sky130_fd_sc_hd__ha_1: 219
sky130_fd_sc_hd__clkbuf_1: 95
sky130_fd_sc_hd__a21oi_1: 84
sky130_fd_sc_hd__xnor2_1: 74
sky130_fd_sc_hd__o21ai_0: 64
sky130_fd_sc_hd__dfrtp_1: 34
sky130_fd_sc_hd__xor2_1: 23
sky130_fd_sc_hd__a21o_1: 21
sky130_fd_sc_hd__o21bai_1: 19
sky130_fd_sc_hd__nand3_1: 18
sky130_fd_sc_hd__a211oi_1: 16
sky130_fd_sc_hd__o221ai_1: 16
sky130_fd_sc_hd__a22oi_1: 14
sky130_fd_sc_hd__a31oi_1: 14
sky130_fd_sc_hd__buf_1: 13
sky130_fd_sc_hd__clkinv_1: 13
sky130_fd_sc_hd__nor3_1: 13
sky130_fd_sc_hd__o21a_1: 13
sky130_fd_sc_hd__a221oi_1: 10
sky130_fd_sc_hd__o2bb2ai_1: 10
sky130_fd_sc_hd__a221o_1: 9
sky130_fd_sc_hd__mux2i_1: 9
sky130_fd_sc_hd__nand4_1: 9
sky130_fd_sc_hd__nor2b_1: 9
sky130_fd_sc_hd__a22o_1: 8
sky130_fd_sc_hd__o211ai_1: 8
sky130_fd_sc_hd__nand2b_1: 7
sky130_fd_sc_hd__o22ai_1: 7
sky130_fd_sc_hd__and2_1: 6
sky130_fd_sc_hd__clkbuf_8: 6
sky130_fd_sc_hd__nor4_1: 6
[worst max-delay path by stage]
| stage | start | endpoint | slack (ns) | cells past startpoint |
|---|---|---|---|---|
| CTS | A[27] | result[31] | -5.63 | 25 |
| global route | B[6] | result[27] | -5.88 | 24 |
| finish | B[10] | result[31] | -5.61 | 26 |
[per-layer routing]
metal / GRT usage [%] / wire length [µm]
met5: 0 / 14
met4: 21.2 / 7090
met3: 12.4 / 9300
met2: 59.4 / 43700
met1: 51.4 / 36300
[through the flow]
stage / TNS, ns / cells / util [%]
finish: -144.29 / 3934 / 61.1
CTS: -143.18 / 3907 / 60.0
global route: -149.63 / 3934 / 61.1
floorplan: -131.39 / 2506 / -
global placement: -173.92 / 3779 / 54.3
detailed placement: -174.71 / 3779 / 54.3
[cell families after synthesis]
| kind of cell | after synthesis |
|---|---|
| AND/OR/NAND/NOR | 767 |
| adder cells (fa/ha/maj) | 629 |
| buffers and inverters | 595 |
| AND-OR/OR-AND | 374 |
| XOR/XNOR | 97 |
| flip-flops | 34 |
| multiplexers | 10 |
[layout make-up]
cell class,instances,area share [%]
sequential,34,2.71
inverter,477,6.45
timing repair inverter,5,0.147
multi-input combinational,1877,62.9
tap,680,2.71
timing repair buffer,853,24.5
clock buffer,5,0.399
clock inverter,3,0.219
